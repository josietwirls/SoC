$ cat flow/design.v
module blinking #(   
)(
    input  logic clk,
    input  logic reset,
    input  logic [31:0] rate_ms,    
    output logic led
);
    localparam CLK_FREQ = 100_000_000;
    logic [31:0] counter;
    logic [31:0] toggle_count;
    always_comb begin
        if (rate_ms != 0)
            toggle_count = (CLK_FREQ / 1000) * rate_ms;
        else
            toggle_count = 32'd0;
    end
    always_ff @(posedge clk or posedge reset) begin
        if (reset) begin
            counter <= 0;
            led <= 0;
        end else begin
            if (counter >= toggle_count) begin
                counter <= 0;
                led <= ~led;
            end else begin
                counter <= counter + 1;
            end
        end
    end
endmodule
module blinking_led
   #(parameter W = 4)
   (
    input  logic clk,
    input  logic reset,
    input  logic cs,
    input  logic read,
    input  logic write,
    input  logic [4:0] addr,
    input  logic [31:0] wr_data,
    output logic [31:0] rd_data,
    output logic [W-1:0] led_out
   );
    logic [31:0] led_rate [3:0];   
   always_ff @(posedge clk or posedge reset) begin
      if (reset) begin
            led_rate[0] <= 32'd0;
            led_rate[1] <= 32'd0;
            led_rate[2] <= 32'd0;
            led_rate[3] <= 32'd0;
      end 
      else if (cs && write) begin
         case (addr)
            5'd0: led_rate[0] <= wr_data;
            5'd1: led_rate[1] <= wr_data;
            5'd2: led_rate[2] <= wr_data;
            5'd3: led_rate[3] <= wr_data;
            default: ;  
         endcase
      end
   end
   blinking led0(.clk(clk), .reset(reset), .rate_ms(led_rate[0]), .led(led_out[0]));
   blinking led1(.clk(clk), .reset(reset), .rate_ms(led_rate[1]), .led(led_out[1]));
   blinking led2(.clk(clk), .reset(reset), .rate_ms(led_rate[2]), .led(led_out[2]));
   blinking led3(.clk(clk), .reset(reset), .rate_ms(led_rate[3]), .led(led_out[3]));
endmodule
$ cat flow/run.sh
#!/bin/bash
# OpenROAD 26Q1-2900-gdf79404cd8, Yosys 0.63+post, stock flow scripts
make -C /OpenROAD-flow-scripts/flow DESIGN_CONFIG=/design/flow/config.mk WORK_HOME=/design/flow/orfs finish
$ cat flow/config.mk
export PLATFORM = sky130hd
export DESIGN_NAME = blinking_led
export DESIGN_NICKNAME = blinking_led
export VERILOG_FILES = /design/flow/design.v
export SDC_FILE = /design/flow/constraint.sdc
export NUM_CORES = 4
export LEC_CHECK = 1
export CORE_UTILIZATION = 30
$ cat flow/constraint.sdc
current_design blinking_led

set clk_period 12.1
set clk_io_pct 0.2

create_clock -name clk0 -period $clk_period [get_ports {clk}]

set non_clock_inputs [all_inputs -no_clocks]
set_input_delay [expr $clk_period * $clk_io_pct] -clock clk0 $non_clock_inputs
set_output_delay [expr $clk_period * $clk_io_pct] -clock clk0 [all_outputs]
==> results.json <==
{
  "rr_startpoint": "led_rate[0][10]",
  "grt_pass1_vias": 21846,
  "synthTopCellsByArea": "ha_1 23%, dfrtp_1 20%, fa_1 16%, inv_1 9.4%, mux2_2 3.9%",
  "yosysWarnings": 36,
  "vias": 21413,
  "ys_cells": 3410,
  "synthArstFlopShare_pct": 100,
  "via_per_inst": 4.39,
  "tightest_slew_ns": 0.763,
  "ys_seq_share_pct": 20.4,
  "finalCritPeriodShare_pct": 58.4,
  "top_cell_area_share_pct": 22.9,
  "numCtsBuffers": 34,
  "totalWireLength_um": 65800,
  "maxSlewHeadroom_pct": 49.1,
  "clk_pin_slew_ns": 0.06,
  "cp-start-kind": "register",
  "drive_above_1_share_pct": 7.15,
  "status": "complete, no violations",
  "clk_latency_ns": 0.56,
  "cpMostUsedCell": "inv_1",
  "cts_tree": "built",
  "crit_buf_inv": 6,
  "root_buffer": "clkbuf_16",
  "place.gp.congestion": 0.903,
  "crit_slowest_cell": "fa_1",
  "postCtsSetupBuffers": 0,
  "synth_cell_types": 77,
  "syn_area_um2": 31800,
  "period_needed_ns": 7.06,
  "fp_util_pct": 30.2,
  "wl_per_cell_um": 13.5,
  "hp-class": "register to register",
  "yosysChipArea_um2": 31800,
  "port-buffer-count": 44,
  "endpoint_kind": "register",
  "die_x_um": 328,
  "antenna_found_initial": 7,
  "holdPathEnd": "led1.led",
  "crit_arrival_ns": 7.49,
  "grt_pass1_wl_um": 112000,
  "setup_viol": 0,
  "synth_cells": 3410,
  "die_h_um": 328,
  "ctsHoldBuffers": 0,
  "synthToLayoutAreaGrowth_pct": 9.87,
  "grt_remaining_overflow": 0,
  "chip_area_um2": 107000,
  "finalInstanceArea_um2": 35000,
  "fmax_ghz": 0.142,
  "yosys.area.top_type": "ha_1",
  "drtIter0Drc": 754,
  "grt_use_total_pct": 13.3,
  "design.core.area_um2": 105000,
  "cts.sinks": 260,
  "cts_resized": 0,
  "grt_start_max_net_pins": 65,
  "skew_ns": 0.0325,
  "rows": 119,
  "slowest_delay_ns": 0.54,
  "reg2reg_setup_slack_ns": 5.04,
  "tool_warnings": 78,
  "clk_path_buf_depth": 3,
  "synth-edff-count": 0,
  "place_hpwl_um": 54500,
  "drc": 0,
  "ioPinCount": 78,
  "htreeDepth": 2,
  "ys.flops": 260,
  "holdPathStages": 1,
  "hold-worst-slack_ns": 0.462,
  "synthFlopType": "dfrtp_1",
  "finalHoldViolations": 0,
  "grt_setup_unrepaired": "no",
  "worstHoldStart": "led1.led",
  "path_delay_family": "adder cells",
  "r2r-end": "led0.led",
  "path_class": "register to register",
  "path_max_fanout": 35,
  "postPlaceCellArea_um2": 33800,
  "reg2reg_depth": 27,
  "syn_area_per_cell_um2": 9.33,
  "slew_viol_final": 0,
  "nFillCells": 10605,
  "setup-tns-final_ns": 0,
  "max_cap_violations": 0,
  "required_ns": 12.53,
  "postRouteAntennaNets": 0,
  "first_pass_iters": 6
}
[routing by layer]
metal  GRT usage (%)  routed length, µm  vias to the layer above
li1                -                  -                    11057
met1            19.7              32300                     9986
met2            20.4              28800                      261
met3            3.07               3240                       95
met4            2.18               1400                       14
met5               0                 78                        -
[stage by stage]
stage / utilization [%] / worst slack (ns) / std cells
floorplan: - / 2.52 / 3441
global placement: 32.1 / 5.08 / 4812
detailed placement: 32.1 / 5.04 / 4812
CTS: 33.2 / 4.99 / 4873
global route: 33.2 / 4.67 / 4873
finish: 33.2 / 5.04 / 4874
[logic make-up after synthesis]
group	share of synthesized area, %
buffers and inverters	10.8
adder cells (fa/ha/maj)	39.2
AND/OR/NAND/NOR	11.3
AND-OR/OR-AND	7.44
flip-flops	20.4
XOR/XNOR	6.66
multiplexers	4.03
other	0.0118
[flip-flops by register name, indices dropped and copies added (netlist names)]
name,flops
led_rate,128
led0.counter,32
led1.counter,32
led2.counter,32
led3.counter,32
led0.led,1
led1.led,1
led2.led,1
led3.led,1
[synth_stat cells, drive strengths merged, types with 16 or more instances]
| cell | count |
|---|---|
| nand4 | 53 |
| o21ai | 78 |
| nor2 | 186 |
| dfrtp | 260 |
| o211ai | 17 |
| nor3 | 43 |
| mux2 | 112 |
| and4 | 16 |
| a21o | 46 |
| ha | 582 |
| xnor2 | 135 |
| inv | 796 |
| xor2 | 107 |
| and3 | 29 |
| a211oi | 18 |
| fa | 260 |
| buf | 45 |
| a21oi | 95 |
| nand2 | 222 |
| clkbuf | 35 |
| nand3 | 60 |
[worst max path at each step]
stage	endpoint	startpoint	cells past startpoint
4_1_cts	led0.led	led_rate[0][10]	27
6_report	led0.led	led_rate[0][10]	27
5_1_grt	led0.led	led_rate[0][10]	27
[placed cells by master, fill, tap and decap left out, types with 29 or more instances in the layout]
cell type        Yosys  layout
inv_1              796     795
nand2_1            222     222
and3_1              29      29
nor2_1             186     186
nand3_1             60      60
nor3_2              30      30
clkbuf_16            0      34
mux2_2             111     111
dfrtp_1            260     260
xnor2_1            135     135
nand4_1             53      53
o21ai_0             77      77
ha_1               582     582
clkdlybuf4s50_1      0      44
a21o_1              46      46
fa_1               260     260
xor2_1             107     107
conb_1               1      32
a21oi_1             94      94
[layout make-up]
type | instances | area (µm²) | area share [%]
diodes | 1 | 2.50 | 0.00716
clock buffers | 46 | 986 | 2.82
clock inverters | 15 | 165 | 0.472
inverters | 796 | 3000 | 8.57
multi-input cells | 2305 | 22000 | 62.9
flip-flops and latches | 260 | 6510 | 18.6
well taps | 1391 | 1740 | 4.98
repair buffers | 60 | 561 | 1.60
