$ cat /design/flow/run.sh
#!/bin/bash
# OpenROAD 26Q1-2900-gdf79404cd8, Yosys 0.63+post, stock flow scripts
make -C /OpenROAD-flow-scripts/flow DESIGN_CONFIG=/design/flow/config.mk WORK_HOME=/design/flow/orfs finish
$ cat /design/flow/config.mk
export PLATFORM = sky130hd
export DESIGN_NAME = square_circuit
export DESIGN_NICKNAME = square_circuit
export VERILOG_FILES = /design/flow/design.v
export SDC_FILE = /design/flow/constraint.sdc
export NUM_CORES = 4
export LEC_CHECK = 1
export CORE_UTILIZATION = 40
$ cat /design/flow/constraint.sdc
current_design square_circuit

set clk_period 5.0
set clk_io_pct 0.2

create_clock -name clk0 -period $clk_period [get_ports {clk}]

set non_clock_inputs [all_inputs -no_clocks]
set_input_delay [expr $clk_period * $clk_io_pct] -clock clk0 $non_clock_inputs
set_output_delay [expr $clk_period * $clk_io_pct] -clock clk0 [all_outputs]
$ cat /design/flow/design.v
`timescale 1ns / 1ps
module square_circuit(
    input  logic clk,
    input  logic rst_n,
    input  logic cw, en,
    output logic [7:0] seg,
    output logic [7:0] digit
    );
    parameter N = 28;  
    logic [N-1:0] q_reg, q_next;
    logic [2:0] state_reg;
    always_ff @(posedge clk, negedge rst_n) begin
        if (!rst_n)
            q_reg <= 0;
        else
            q_reg <= q_next;
    end
    assign q_next = en ? (cw ? q_reg + 1 : q_reg - 1) : q_reg;
    always_comb state_reg = q_reg[N-1:N-3];
    always_comb begin
        seg   = 8'b11111111;    
        digit = 8'b11111111;
        case(state_reg)
            3'b000: begin digit = 8'b11110111; seg = 8'b10011100; end
            3'b001: begin digit = 8'b11111011; seg = 8'b10011100; end
            3'b010: begin digit = 8'b11111101; seg = 8'b10011100; end
            3'b011: begin digit = 8'b11111110; seg = 8'b10011100; end
            3'b100: begin digit = 8'b11111110; seg = 8'b10100011; end
            3'b101: begin digit = 8'b11111101; seg = 8'b10100011; end
            3'b110: begin digit = 8'b11111011; seg = 8'b10100011; end
            3'b111: begin digit = 8'b11110111; seg = 8'b10100011; end
        endcase
    end
endmodule
==> out/qor.yml <==
final_timing:
  fin_skew_ns: 0.01229
  whs_ns: 0.5103
  report.final.setup_viol: 0
  setup_repair_after_global_routing_missed_its_margin: "false"
  layout_worst_path_cycle_share_pct: 81.19
  finalWorstPathRequiredPeriod_ns: 4.060
  final.setup.tns_ns: 0
  timing_hold_violations_final: 0
  max_freq_ghz: 0.2463
  final_count_of_pins_violating_max_slew: 0
synthesis:
  post_synthesis_instance_total: 296
  synth_area_leader_cell: "sky130_fd_sc_hd__dfrtp_1"
  ys_area_um2: 2651
  edf_count: 0
  syn-cell-area_um2: 2651
  ys_types: 53
  ys_seq_share_pct: 26.43
  yosys_warnings: 1
  synth.top_cell.area_share_pct: 26.43
  ys_cells: 296
  syn_avg_cell_area_um2: 8.957
  area_leaders: "sky130_fd_sc_hd__dfrtp_1 26%, sky130_fd_sc_hd__ha_1 12%, sky130_fd_sc_hd__mux2_2 8.1%, sky130_fd_sc_hd__a21oi_1 6.2%, sky130_fd_sc_hd__xnor2_1 5.0%"
  synth_async_sr_flop_share_pct: 100.0
  synth-seq-cells: 28
  yosys_most_used_dff: "sky130_fd_sc_hd__dfrtp_1"
power:
  peakVddDrop_mv: 0.3011
  power.static_leakage_uw: 0.001214
  cellPowerDensity_nw_per_um2: 678.1
place:
  detailedPlacementHpwl_um: 3776
  portBuffers: 13
  gp_congestion: 0.8903
  detailed_place.area_um2: 2798
  placed_cells: 372
cells_and_area:
  drive_above_1_share_pct: 11.07
  fin_area_um2: 2839
  largest_register_ff_count: 28
  post_layout_nonfiller_instances: 375
  final_util_pct: 44.46
  area_growth_syn_to_layout_pct: 7.079
  filler_cell_count: 612
cts:
  cts_hold_buffers: 0
  clkSlewWorstSetupHoldPaths_ns: 0.09
  cts-buffers-inserted: 3
  count_of_buffers_added_by_post_cts_timing_repair_for_setup: 0
  cts_buffer_depth: 2
  clock_sinks: 28
  postCtsResizedCells: 0
  clock_latency_ns: 0.28
  cts_tree: "done"
  clock_tree.htree_level_count: 1
  cts.root.buffer_cell: "sky130_fd_sc_hd__clkbuf_8"
floorplan:
  fp_util_pct: 41.52
  cell_rows: 29
  floorplan.die.width_um: 83.42
  dieArea_um2: 6958
  floorplan.core_area_um2: 6386
  die_h_um: 83.42
  boundaryPins: 20
hold_path:
  min_to: "q_reg[13]"
  min_path_cells: 2
  hp-class: "flip-flop to flip-flop"
  holdCritStartpoint: "q_reg[13]"
run_status:
  status: "finished, final reports clean"
detailed_routing:
  antenna_diode_count: 0
  drt_iter0_drc: 123
  drcViolationCount: 0
  route.vias.total: 2094
  route.final.wire_length_um: 5239
  ant_nets: 0
  drt_pass1_iterations: 4
  wire_per_inst_um: 13.97
  avgViaCountPerCell: 5.584
global_routing:
  grt_usage_pct: 16.45
  vias_in_the_first_global_route: 2047
  grt_antenna_before_repair: 0
  grt_first_pass_wirelength_um: 9480
  grt_start_max_net_pins: 40
  global_route.overflow_total: 0
critical_path:
  timing.critical_path.arrival_ns: 4.23
  critPathMaxFanout: 19
  critical_path_required_ns: 5.17
  worstSetupEndpointType: "flip-flop"
  worst_setup_path_start_kind: "primary input"
  setup.reg_to_reg.worst_slack_ns: 2.30
  r2r-start: "q_reg[17]"
  setup.worst_path.class: "primary input to flip-flop"
  worst-r2r-cell-count: 8
  r2r_end: "q_reg[24]"
run:
  max_cap_viol_count: 0
  stage_log_warnings: 25
[power by group]
group	switching, uW	total, uW	internal [uW]
Combinational	676	1360	684
Sequential	86.1	436	350
Clock	75.2	129	54.3
[cells in the final DEF (no fill, tap or decap), drive strengths merged, types with 6 or more instances in the layout]
| master | netlist | layout |
|---|---|---|
| a21oi | 35 | 35 |
| dfrtp | 28 | 28 |
| ha | 26 | 26 |
| mux2 | 20 | 20 |
| nor2 | 19 | 19 |
| nand2 | 16 | 16 |
| xnor2 | 15 | 15 |
| o21ai | 14 | 14 |
| clkdlybuf4s50 | 0 | 13 |
| nand3 | 10 | 10 |
| xor2 | 10 | 10 |
| nor2b | 8 | 8 |
| a21o | 8 | 8 |
| inv | 7 | 7 |
| conb | 2 | 6 |
[through the flow]
step,setup WS (ns),power (uW)
floorplan,1.280,1525
global placement,0.6786,1795
detailed placement,0.6778,1794
CTS,0.9713,1939
global route,0.7537,2131
finish,0.9403,1925
[worst max path at each step]
stage | to | cells after the start | from
after CTS | q_reg[11] | 12 | cw
after global routing | q_reg[23] | 12 | cw
final | q_reg[11] | 12 | cw
[cell type report]
cell class	count	area, um2	area share, %
Sequential cell	28	700.7	24.68
Multi-Input combinational cell	243	1802	63.46
Inverter	7	26.28	0.9255
Clock buffer	3	41.29	1.454
Tap cell	77	96.34	3.394
Timing Repair Buffer	17	172.7	6.082
[cell families after synthesis]
| kind of cell | synth area share (%) |
|---|---|
| buf+inv | 6.182 |
| xor+xnor | 8.259 |
| fa+ha+maj | 13.02 |
| compound gates | 22.18 |
| flops | 26.43 |
| other cells | 0.2833 |
| mux | 8.636 |
| simple gates | 15.01 |
[routing by layer]
metal,vias to the layer above,global-route usage [%],routed length (um)
met5,-,0,0
li1,1079,-,-
met4,0,1.233,42
met2,35,27.27,2433
met3,4,1.816,143
met1,976,24.95,2620
[worst max-delay path, stage by stage]
cell and delay, ns:
sky130_fd_sc_hd__clkdlybuf4s50_1 0.56, sky130_fd_sc_hd__inv_1 0.22, sky130_fd_sc_hd__buf_12 0.23, sky130_fd_sc_hd__ha_1 0.35, sky130_fd_sc_hd__a21o_1 0.22, sky130_fd_sc_hd__a31o_1 0.22
sky130_fd_sc_hd__o211a_1 0.27, sky130_fd_sc_hd__o41ai_4 0.41, sky130_fd_sc_hd__o21ai_1 0.14, sky130_fd_sc_hd__a21o_1 0.20, sky130_fd_sc_hd__xor2_1 0.13, sky130_fd_sc_hd__mux2_2 0.26
[cells in the mapped netlist (2+ instances only)]
cell,n
sky130_fd_sc_hd__dfrtp_1,28
sky130_fd_sc_hd__nor3_1,5
sky130_fd_sc_hd__clkbuf_1,4
sky130_fd_sc_hd__a21oi_1,33
sky130_fd_sc_hd__and3_1,5
sky130_fd_sc_hd__nand2b_1,4
sky130_fd_sc_hd__inv_1,7
sky130_fd_sc_hd__nand2_1,16
sky130_fd_sc_hd__buf_2,2
sky130_fd_sc_hd__a31o_1,2
sky130_fd_sc_hd__nand3_1,10
sky130_fd_sc_hd__o211a_1,2
sky130_fd_sc_hd__nor2b_1,8
sky130_fd_sc_hd__nor2_1,19
sky130_fd_sc_hd__nor3b_1,3
sky130_fd_sc_hd__xnor2_1,15
sky130_fd_sc_hd__a21o_1,8
sky130_fd_sc_hd__mux2_2,19
sky130_fd_sc_hd__buf_1,3
sky130_fd_sc_hd__o21a_1,4
sky130_fd_sc_hd__xor2_1,10
sky130_fd_sc_hd__a21oi_2,2
sky130_fd_sc_hd__o221ai_1,2
sky130_fd_sc_hd__conb_1,2
sky130_fd_sc_hd__o31ai_1,3
sky130_fd_sc_hd__ha_1,26
sky130_fd_sc_hd__buf_4,12
sky130_fd_sc_hd__nand4_1,5
sky130_fd_sc_hd__o21ai_0,9
sky130_fd_sc_hd__o21ai_1,5
Power and IR drop assume default switching activity.
