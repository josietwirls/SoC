==> flow/design.v <==
module prbs #(
  parameter int N = 14
)(
  input  logic         clk,
  input  logic         rst_n,      
  output logic [N-1:0] rnd_bus
);
  localparam logic [N-1:0] SEED = {{(N-1){1'b0}}, 1'b1};
  logic [N-1:0] state;
  logic         fb;
  assign fb = state[13] ^ state[4] ^ state[2] ^ state[0];
  wire [N-1:0] next_state = {fb, state[N-1:1]};  
  always_ff @(posedge clk or negedge rst_n) begin
    if (!rst_n)
      state <= SEED;
    else
      state <= next_state;
  end
  assign rnd_bus = state;
endmodule
==> flow/run.sh <==
#!/bin/bash
# OpenROAD 26Q1-2900-gdf79404cd8, Yosys 0.63+post, stock flow scripts
make -C /OpenROAD-flow-scripts/flow DESIGN_CONFIG=/design/flow/config.mk WORK_HOME=/design/flow/orfs finish
==> flow/config.mk <==
export PLATFORM = sky130hd
export DESIGN_NAME = prbs
export DESIGN_NICKNAME = prbs
export VERILOG_FILES = /design/flow/design.v
export SDC_FILE = /design/flow/constraint.sdc
export NUM_CORES = 4
export LEC_CHECK = 1
export CORE_AREA = 10 10 70 70
export DIE_AREA = 0 0 80 80
==> flow/constraint.sdc <==
current_design prbs

set clk_period 1.0
set clk_io_pct 0.2

create_clock -name clk0 -period $clk_period [get_ports {clk}]

set non_clock_inputs [all_inputs -no_clocks]
set_input_delay [expr $clk_period * $clk_io_pct] -clock clk0 $non_clock_inputs
set_output_delay [expr $clk_period * $clk_io_pct] -clock clk0 [all_outputs]
==> flow_summary.ini <==
; physical design summary
[status]
status = finished with violations
failed_checks = setup timing

[clock_tree]
h-tree-depth = 1
insertion_delay_ns = 0.27
clockRootBuffer = clkbuf_4
hold_buffers = 0
cts_max_path_buffers = 2
clk_pin_slew_worst_paths_ns = 0.08
cts_tree = yes
cts_sinks = 14
cts_inserted_buffers = 3

[grt]
grt_first_pass_wirelength_mm = 1.380
antenna_found_initial = 0
gr-usage-all-layers_pct = 2.791
grt_max_degree = 15
grt_pass1_vias = 250
overflow = 0

[worst_setup_path]
cp.required_ns = 0.80
cp_cell_sequence = buf_2
worstSetupStartpointType = flop
cp-end-kind = primary output
crit_arrival_ns = 0.88
cp_max_fo = 2
slowest_delay_ns = 0.53
crit_family = flip-flops
cp_slowest_cell = dfstp_2
crit_buf_inv = 1
critPathKind = reg2out

[hold_path]
hold_class = in2async

[floorplanning]
chip_area_mm2 = 0.006400
chipWidth_um = 80
die_h_um = 80
initCoreUtil_pct = 11.06
coreArea_mm2 = 0.003416
std_cell_rows = 21
ios = 16

[logic_synthesis]
synth_seq_share_pct = 93.05
ys_area_um2 = 377.9
post_synth_num_cell_types = 4
syn_area_um2 = 377.9
synth.avg_cell_area_um2 = 22.23
yosysWarningCount = 1
synth_flops = 14
yosysCellCount = 17
syn_inst = 17

[cells_and_area]
largestRegisters = state (14)
drive_gt1_share_pct = 62.79
final_core_util_pct = 18.32
syn_to_final_growth_pct = 65.56
largest_register = state
largest_reg_flops = 14

[detailed_routing]
vias = 226
ant_nets = 0
viasPerCell = 2.539
firstDrtPassIters = 2
wire_per_inst_um = 9.382
wirelength_um = 835
dr.first_iter.drc_count = 11
post-route-drc-count = 0
num_antenna_cells = 0

[pwr]
ir_drop_uv = 608.0
p_leak_nw = 0.3447
total_power_mw = 0.9033
power_density_mw_per_mm2 = 1444

[placed_design]
port_buffers = 15
gp_congestion = 0.6331

[sta]
relSlewSlack_pct = 89.90
max_freq_mhz = 925.0
finalCriticalPeriod_ns = 1.081
setup_slack_ns = -0.08104
report.final.setup_viol = 1
finClkSkew_ns = 0.002674
worst-slew-pin-transition_ns = 0.1508
slew_violations = 0
rsz0062_at_grt = yes
hold_violations = 0
finalClockPeriodUsage_pct = 108.1

[job]
cap_violations = 0
warnings = 27
==> per-stage QoR <==
stage | hold WS [ns] | setup TNS, ns | setup slack (ns) | instances | instance area [um2]
after floorplan | -0.09559 | 0 | 0.1741 | 17 | 377.9
after global placement | 0.3582 | -0.2660 | -0.1641 | 82 | 628.1
after detailed placement | 0.3590 | -0.2551 | -0.1642 | 82 | 628.1
after CTS | 0.2425 | -0.1284 | -0.09901 | 90 | 614.3
after global routing | 0.2308 | -0.3540 | -0.1277 | 89 | 625.6
final | 0.2503 | -0.08104 | -0.08104 | 89 | 625.6
==> layout make-up <==
cell class,instances,area [um2]
Multi-Input combinational cell,3,41.29
Timing Repair Buffer,22,148.9
Sequential cell,14,351.6
Fill cell,384,2790
Tap cell,46,57.56
Clock buffer,4,26.28
==> where the power goes <==
part	switching, mW	internal (mW)	leakage (nW)
Sequential	0	0.566	0.192
Clock	0.160	0.154	0.0150
Combinational	0.0118	0.0113	0.138
Total	0.172	0.731	0.345
==> synthesized netlist by cell type (all sizes together) <==
cell    n  share of area, %
dfrtp  13                86
xnor2   2               4.6
dfstp   1               7.0
xor2    1               2.3
==> path summary, 6_finish.rpt <==
| check | startpoint | to | slack [ns] | depth (start not counted) |
|---|---|---|---|---|
| setup reg to reg | state[0]$_DFF_PN1_ | state[13]$_DFF_PN0_ | 0.04 | 3 |
| setup / recovery | state[0]$_DFF_PN1_ | rnd_bus[0] | -0.08 | 1 |
| min in group clk0 | state[5]$_DFF_PN0_ | state[4]$_DFF_PN0_ | 0.37 | 0 |
| hold / removal | rst_n | state[6]$_DFF_PN0_ | 0.25 | 2 |
| hold reg to reg | state[5]$_DFF_PN0_ | state[4]$_DFF_PN0_ | 0.37 | 0 |
| max in group asynchronous | rst_n | state[0]$_DFF_PN1_ | 0.55 | 2 |
==> cells by family after synthesis <==
kind of cell,count (synthesis),synth area share [%]
flip-flops,14,93.05
XOR/XNOR,3,6.955
==> per-layer routing <==
| metal | vias up | GRT usage (%) | routed length, um |
|---|---|---|---|
| li1 | 102 | - | - |
| met1 | 112 | 3.865 | 404 |
| met2 | 12 | 3.210 | 329 |
| met3 | 0 | 2.386 | 101 |
| met4 | 0 | 0.3521 | 0 |
| met5 | - | 0 | 0 |
==> repair_timing <==
item,CTS,global route
pin swaps,0,2
buffers inserted,4,0
gates resized,42,3
endpoints found under the setup margin,14,14
==> cells in the final DEF (no fill, tap or decap) <==
| cell | n |
|---|---|
| buf_12 | 1 |
| clkdlybuf4s50_1 | 1 |
| buf_6 | 1 |
| dfstp_2 | 1 |
| clkbuf_1 | 1 |
| xor2_2 | 1 |
| buf_4 | 5 |
| xnor2_2 | 1 |
| dfrtp_1 | 13 |
| buf_2 | 14 |
| xnor2_1 | 1 |
| clkbuf_4 | 3 |
Power and IR drop assume default switching activity.
